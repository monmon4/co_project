==> design/flow/design.v <==
module PC (Clk, Pci, Pco);
input  wire Clk	;
input wire [31:0] Pci; 
output reg [31:0] Pco;
initial
	Pco =0;
always @ (posedge Clk)
	#7 Pco <= Pci;
endmodule
==> design/flow/run.sh <==
#!/bin/bash
# OpenROAD 26Q1-2900-gdf79404cd8, Yosys 0.63+post, stock flow scripts
make -C /OpenROAD-flow-scripts/flow DESIGN_CONFIG=/design/flow/config.mk WORK_HOME=/design/flow/orfs finish
==> design/flow/config.mk <==
export PLATFORM = sky130hd
export DESIGN_NAME = PC
export DESIGN_NICKNAME = PC
export VERILOG_FILES = /design/flow/design.v
export SDC_FILE = /design/flow/constraint.sdc
export NUM_CORES = 4
export LEC_CHECK = 1
export CORE_AREA = 10 10 80 80
export DIE_AREA = 0 0 90 90
==> design/flow/constraint.sdc <==
current_design PC

set clk_period 1.0
set clk_io_pct 0.2

create_clock -name clk0 -period $clk_period [get_ports {Clk}]

set non_clock_inputs [all_inputs -no_clocks]
set_input_delay [expr $clk_period * $clk_io_pct] -clock clk0 $non_clock_inputs
set_output_delay [expr $clk_period * $clk_io_pct] -clock clk0 [all_outputs]
==> results.tsv <==
stage	metric	value	unit
worst_setup_path	slowest_stage	dfxtp_2	
clocking	clock-sinks	32	
global_routing	grt_pass1_wl	3020	um
synth	yosysChipArea	641	sq um
worst_setup_path	required	800	ps
pwr	power.total	2530	uW
clocking	cts_root_buf	clkbuf_8	
pwr	p_leak	0.000581	uW
cells_and_area	drive_above_1_share	0.288	
timing	worst_pin_slew	61.3	ps
placed_design	place_area	1370	sq um
worst_setup_path	cp-end-kind	output port	
drt	wl_met1	801	um
drt	ant_nets	0	
min_path	hold_path_class	input port to flop	
drt	vias	495	
cells_and_area	comb_area	0	sq um
synth	synth-edff-count	0	
worst_setup_path	max_stage_delay	310	ps
drt	drc_errors	0	
clocking	path_clk_slew	60	ps
floorplan	die_x	90	um
synth	avgSynthCellArea	20.0	sq um
timing	setup_ws	46.7	ps
clocking	clock_path_buffers	2	
clocking	htree_levels	2	
synth	top_area_frac	1.00	
placed_design	gp_congestion	0.639	
drt	first_pass_iters	2	
global_routing	antenna_found_initial	0	
cells_and_area	reg_top3	Pco: 32 flops	
worst_setup_path	cp_max_fo	1	
cells_and_area	seqCellArea	654	sq um
timing	rsz0062_at_grt	false	
synth	area_leaders	dfxtp_1 100%	
pwr	power_density	1800	nW/um^2
synth	top_cell	dfxtp_1	
floorplan	coreArea	4720	sq um
floorplan	fp-utilization	0.136	
timing	whs	359	ps
floorplan	num_rows	25	
synth	async_flop_share	0	
drt	drt_iter0_drc	1	
global_routing	track_usage	0.0486	
worst_setup_path	cp-start-kind	flop	
timing	max_freq	1.05	GHz
drt	diodes	0	
pwr	irDropWorstVdd	0.729	mV
worst_setup_path	critPathTopFamily	flip-flops	
synth	yosys_cells	32	
worst_setup_path	crit_chain	clkdlybuf4s15_1	
cells_and_area	largest_register_ffs	32	
min_path	whs_path_depth	1	
timing	timing.final.max_slew_violations	0	
synth	ys_seq_elements	32	
cells_and_area	top_register	Pco	
placed_design	place_ws	30.8	ps
floorplan	die-area	8100	sq um
timing	timing.final.crit_period	953	ps
cells_and_area	num-fill-cells	481	
synth	yosys-top-cells-count	32 x dfxtp_1	
worst_setup_path	path_buffers	1	
synth	synthCells	32	
timing	finalHoldViolCount	0	
drt	vias_per_cell	2.89	
cells_and_area	num-multi-input-gates	0	
clocking	cts_tree	yes	
cells_and_area	syn2layout_area_growth	119	%
drt	met3_length	502	um
floorplan	io_pins	65	
global_routing	grt_max_degree	10	
min_path	hp-start	Pci[3]	
drt	top_layer	met4	
synth	yosys_warnings	1	
synth	yosys.area.top_type	dfxtp_1	
global_routing	grt_pass1_vias	553	
drt	wl_per_cell	11.9	um
placed_design	place.port_buffers	64	
synth	ys.flop_type	dfxtp_1	
global_routing	grt-ovfl-total	0	
outcome	status	finished clean	
timing	relSlewSlack	0.959	
floorplan	die_h	90	um
timing	setup_viol	0	
worst_setup_path	path_class	flop to output port	
clocking	numCtsBuffers	5	
job	cap_violations	0	
drt	drt_wl_total	2040	um
drt	wl_met2	694	um
synth	ys_seq_share	1.00	
synth	ys_types	1	
min_path	min_to	Pco[3]	
worst_setup_path	worstPathArrival	750	ps
timing	fin_setup_tns	0	ps
cells_and_area	design_area	1400	sq um
synth	syn_area	641	sq um
timing	finalClockPeriodUsage	0.953	
job	tool_warnings	25	
[what timing repair did]
| action | CTS | global route |
|---|---|---|
| endpoints found under the setup margin | 32 | 17 |
| hold buffers | 0 | 0 |
| gates resized | 67 | 21 |
| pin swaps | 0 | 0 |
| buffers inserted | 0 | 0 |
[layout by cell type (no fill, tap or decap), drive strengths merged]
cell,count
clkdlybuf4s50,32
dfxtp,32
clkbuf,21
clkdlybuf4s15,19
[routing by layer]
layer / vias up / track usage
met4: 0 / 0.00796
met2: 54 / 0.0605
met3: 6 / 0.0612
met1: 197 / 0.0503
met5: - / 0
li1: 238 / -
[kinds of logic (layout without fill, tap and decap cells)]
| logic type | after synthesis | after routing | share of synthesized area |
|---|---|---|---|
| flops | 32 | 32 | 1.00 |
| buf+inv | 0 | 72 | 0 |
[power breakdown]
group	switching (uW)	total [uW]	internal (uW)	leakage (uW)
combinational	25.5	194	169	0.000266
clock	411	971	560	0.0000455
sequential	15.9	1360	1350	0.000270
[layout make-up]
class | instances | area share
clock buffer | 8 | 0.0642
sequential | 32 | 0.466
tap | 67 | 0.0597
timing repair buffer | 64 | 0.410
[stage by stage]
step                      instances  utilization
after floorplan                  32            -
after global placement          163        0.289
after detailed placement        163        0.289
after CTS                       171        0.309
after global routing            171        0.297
final                           171        0.297
[how the worst max path moves through the flow]
stage / to / cells after the start / slack, ps / from
4_1_cts: Pco[3] / 1 / 10 / Pco[3]
6_report: Pco[15] / 1 / 50 / Pco[15]
5_1_grt: Pco[0] / 1 / 0.9 / Pco[0]
No activity file was given, so power comes from the tool's default toggle rates.
