## /design/flow/run.sh

```bash
#!/bin/bash
# OpenROAD 26Q1-2900-gdf79404cd8, Yosys 0.63+post, stock flow scripts
make -C /OpenROAD-flow-scripts/flow DESIGN_CONFIG=/design/flow/config.mk WORK_HOME=/design/flow/orfs finish
```

## /design/flow/config.mk

```make
export PLATFORM = sky130hd
export DESIGN_NAME = ADD
export DESIGN_NICKNAME = ADD
export VERILOG_FILES = /design/flow/design.v
export SDC_FILE = /design/flow/constraint.sdc
export NUM_CORES = 4
export LEC_CHECK = 1
export CORE_AREA = 10 10 85 85
export DIE_AREA = 0 0 95 95
```

## /design/flow/constraint.sdc

```tcl
current_design ADD

set clk_period 18.1
set clk_io_pct 0.2

create_clock -name clk0 -period $clk_period

set non_clock_inputs [all_inputs -no_clocks]
set_input_delay [expr $clk_period * $clk_io_pct] -clock clk0 $non_clock_inputs
set_output_delay [expr $clk_period * $clk_io_pct] -clock clk0 [all_outputs]
```

## /design/flow/design.v

```verilog
module ADD (Out1, In3, In4);
input wire [31:0] In3, In4;
output reg [31:0] Out1;
always @(In3 or In4)
Out1 = In3 + In4;
endmodule
```

==> flow_summary.ini <==
; physical design summary
[final_layout]
n_clock_buffer = 0
synthToLayoutAreaGrowth_pct = 57.7
layout_top_cell_excl_fill_tap = clkdlybuf4s50_1
multi_input_comb_area_um2 = 1680
lay_top_cells = clkdlybuf4s50_1 (96), ha_1 (31), a21oi_1 (29), a21o_1 (19), nand2_1 (18)
n_sequential_cell = 0
post_route_cells_drive_above_1_share_pct = 3.07
layout.area.seq_um2 = 0
finish.utilization_pct = 50.3
fill_cells = 571

[global_routing]
grt_antenna_before_repair = 0
overall_fraction_of_global_route_tracks_in_use_pct = 12.3
grt_max_degree = 11
grt_pass1_vias = 1988
grt_first_pass_wirelength_mm = 9.38
grt_overflow = 0

[final_timing]
hold_viol_final = 0
min_period_over_period_pct = 56.2
max_clock_freq_mhz = 98.3
period_minus_slack_ns = 10.18
max-slew-margin-rel_pct = 62.4
grt_setup_unrepaired = no
fin_tns_setup_ns = 0
worst_hold_slack_ns = 8.27
tightestPinTransition_ns = 0.550
maxSlewViolCount = 0
setup-violations-final = 0

[routing]
detailroute.via_count = 2057
detail_route.drc_violations = 0
antenna_cells_inserted = 0
drt-wirelength-per-cell_um = 14.5
ant_nets = 0
routed_wl_mm = 5.78
vias_per_std_cell = 5.17
drtPass1Iterations = 4
detail_route.iter0.violations = 48

[floorplanning]
placementRows = 27
fp.dieArea_um2 = 9030
initial_core_util_pct = 31.9
die_width_um = 95
pin_count = 96
fp.dieH_um = 95
design.core.area_um2 = 5470

[place]
placement.io_buffers = 96
dp_hpwl_mm = 5.16
gp_routability_congestion = 0.924

[critical_path]
worst_ep_arrival_time_ns = 6.56
worstSetupStartpointType = input port
path_max_fanout = 4
worst-setup-path-type = input port to primary output
timing.critical_path.to_type = primary output
cp_data_required_time_ns = 14.48

[job]
max-cap-violations = 0
number_of_warning_messages_in_the_logs = 32

[outcome]
run_status = finished clean

[power]
static-leakage-power_nw = 1.18
worst_ir_drop_vdd_mv = 0.0149
power.density_cell_area_nw_per_um2 = 38.6
total_power_uw = 106

[worst_hold_path]
number_of_instances_on_the_worst_hold_path = 3
min_delay_path_class = input port to primary output
worst_hold_startpoint = In4[0]
holdPathEnd = Out1[0]

[synthesis]
synth-cells-yosys = 241
syn_avg_cell_area_um2 = 7.24
synthesis.area_um2 = 1740
yosys_area_um2 = 1740
yosys_warnings = 1
synthesis.instances = 241
post_synth_num_cell_types = 50
synth_seq_share_pct = 0

[cts]
cts_repair_resize_count = 0
cts_setup_buffers = 0
postCtsHoldBufs = 0
final cells by class:
type | count | share of cell area [%]
Inverter | 6 | 0.819
Multi-Input combinational cell | 224 | 61.0
Tap cell | 72 | 3.27
Timing Repair Buffer | 96 | 34.9
power by group:
| part | switching (mW) | internal (mW) | leakage (nW) |
|---|---|---|---|
| sequential | 0 | 0 | 0 |
| combinational | 0.0420 | 0.0643 | 1.18 |
| clock | 0 | 0 | 0 |
| total | 0.0420 | 0.0643 | 1.18 |
layer usage:
layer  part of all wire (%)  wire length, um  track usage, %  vias up
met4                      0                0               0        0
met5                      0                0               0        -
met3                    6.3              363            2.08        0
li1                       -                -               -     1096
met1                     50             2870            16.6      907
met2                     44             2550            21.2       54
logic make-up after synthesis:
group | Yosys count | share of synthesized area, %
AOI/OAI and AO/OA | 97 | 39.3
xor gates and xnor gates | 28 | 14.1
adders and majority gates | 32 | 23.4
buffers and inverters | 17 | 3.80
muxes | 2 | 1.15
and+or+nand+nor | 65 | 18.3
metrics by stage:
step	instances	area, um^2	worst slack, ns
floorplan	241	1740	9.03
global placement	398	2750	7.95
detailed placement	398	2750	7.92
CTS	398	2750	7.92
global route	398	2750	7.71
finish	398	2750	7.92
cells in the mapped netlist, types with 3 or more instances:
cell	n	area share, %
nor2_1	12	2.6
clkbuf_1	8	1.7
a211oi_1	3	1.3
o211ai_1	3	1.3
nor3_1	4	1.1
xnor2_1	13	6.5
inv_1	6	1.3
o21ai_0	13	3.7
nand4_1	8	2.9
o21bai_1	4	1.7
or2_2	3	1.1
xor2_1	15	7.5
ha_1	31	22
nand2_1	18	3.9
nand3_1	10	2.9
a21o_1	19	8.2
a31oi_1	3	1.1
a21oi_1	29	8.3
how the worst max path moves through the flow:
| stage | from | to | slack, ns | depth (start not counted) |
|---|---|---|---|---|
| after CTS | In3[0] | Out1[26] | 7.92 | 11 |
| after global routing | In3[0] | Out1[26] | 7.71 | 11 |
| final | In3[0] | Out1[26] | 7.92 | 11 |
worst max-delay path: stages:
cell and delay [ns]:
clkdlybuf4s50_1 0.40, ha_1 0.25, fa_1 0.41, a21o_1 0.22
a31o_2 0.28, nand3_1 0.09, o221ai_1 0.23, a311oi_1 0.33
o21bai_1 0.10, xor2_1 0.13, clkdlybuf4s50_1 0.50
Power and IR drop assume default switching activity.
