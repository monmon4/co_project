==> design/flow/design.v <==
module MUX_5 (Out, In1, In2, Sel);  
	input[4:0] In1, In2;
	input Sel;
	output reg[4:0] Out;
	always@(In1 or In2 or Sel)
		begin
			if (Sel == 1'b0) Out = In1;
			else Out = In2;
		end
endmodule
module MUX_32 (Out, In1, In2, Sel);  
	input[31:0] In1, In2;
	input Sel;
	output reg[31:0] Out;
	always@(In1 or In2 or Sel)
		begin
			if (Sel == 1'b0) Out = In1;
			else Out = In2;
		end
endmodule
==> design/flow/run.sh <==
#!/bin/bash
# OpenROAD 26Q1-2900-gdf79404cd8, Yosys 0.63+post, stock flow scripts
make -C /OpenROAD-flow-scripts/flow DESIGN_CONFIG=/design/flow/config.mk WORK_HOME=/design/flow/orfs finish
==> design/flow/config.mk <==
export PLATFORM = sky130hd
export DESIGN_NAME = MUX_32
export DESIGN_NICKNAME = MUX_32
export VERILOG_FILES = /design/flow/design.v
export SDC_FILE = /design/flow/constraint.sdc
export NUM_CORES = 4
export LEC_CHECK = 1
export CORE_AREA = 10 10 70 70
export DIE_AREA = 0 0 80 80
==> design/flow/constraint.sdc <==
current_design MUX_32

set clk_period 1.0
set clk_io_pct 0.2

create_clock -name clk0 -period $clk_period

set non_clock_inputs [all_inputs -no_clocks]
set_input_delay [expr $clk_period * $clk_io_pct] -clock clk0 $non_clock_inputs
set_output_delay [expr $clk_period * $clk_io_pct] -clock clk0 [all_outputs]
==> results_dict.tcl <==
# flow metrics
set metrics [dict create \
    status "complete, but fails checks" \
    violations "setup timing" \
    initCoreUtil_pct 15.9 \
    ys_area_um2 544 \
    crit_type "primary input to primary output" \
    tightest_slew_ps 61.1 \
    p_leak_uw 0.000990 \
    p_per_area_mw_per_mm2 389 \
    slew_viol_final 0 \
    rsz0062_at_grt "true" \
    fin_crit_ps 1180 \
    fa_ha_area_share_pct 0 \
    end_kind "primary output" \
    clkbuf_count 0 \
    grt_max_degree 8 \
    gp_congestion 0.760 \
    hold_viol 0 \
    syn_inst 36 \
    grt_usage_pct 7.87 \
    diodes 0 \
    xor_area_share_pct 0 \
    drcViolationCount 0 \
    tns_ps -5030 \
    io_buffer_count 97 \
    dr.pass1.iters 2 \
    synth-simple-area-share_pct 0 \
    drtAntennaViolNets 0 \
    antenna_found_initial 0 \
    synth.distinct_cells 4 \
    vias_per_cell 3.80 \
    maxSlewHeadroom_pct 95.9 \
    synth.avg_cell_area_um2 15.1 \
    via_count 730 \
    seqCellArea_um2 0 \
    logic_family "multiplexers" \
    die_w_um 80 \
    dpl-instance-area_mm2 0.00154 \
    yosys.area_share.aoi_pct 0 \
    crit_fanout 7 \
    drt-total-wl_um 2850 \
    syn_to_final_growth_pct 212 \
    design_area_mm2 0.00170 \
    ys_seq_share_pct 0 \
    die_area_mm2 0.00640 \
    core_mm2 0.00342 \
    mappedNetlistArea_um2 544 \
    hold_buffers 0 \
    drv_cap 0 \
    fin_crit_sh_pct 118 \
    vdd_drop_max_uv 173 \
    overflow 0 \
    min_path_type "primary input to primary output" \
    ioPinCount 97 \
    ys_cells 36 \
    grt_pass1_vias 824 \
    fmax_mhz 851 \
    grt_pass1_wl_um 4150 \
    drive_gt1_share_pct 56.2 \
    ff_count 0 \
    muxShareOfSynthArea_pct 86.9 \
    dpl_worst_slack_ps -497 \
    drt_iter0_drc 4 \
    crit_arrival_ps 980 \
    setup_viol 32 \
    cp_data_required_time_ps 800 \
    yosysWarnings 1 \
    rows 21 \
    die_h_um 80 \
    warning_count 34 \
    hpwlAfterDp_um 2400 \
    layout_setup_ws_ps -175 \
    start_kind "primary input" \
    routedWlPerCell_um 14.8 \
]
## path summary, 6_finish.rpt
kind                 from  endpoint  slack (ps)  cells after the start
hold / removal    In1[24]   Out[24]         690                      3
setup / recovery      Sel   Out[31]        -180                      5
## cell usage after synthesis
library cell | n | area, um2
mux2_4 | 30 | 450
mux2_2 | 2 | 22.5
buf_6 | 1 | 11.3
buf_12 | 3 | 60.1
## metrics by stage
stage                     hold slack, ps  util, %  instances  power [uW]
final                                694     49.7        192         660
after global routing                 714     49.7        192         706
after CTS                            800     47.0        192         644
after detailed placement            1330     45.0        177         655
after global placement              1330     45.0        177         654
after floorplan                      498        -         36         206
## metal layers
metal,GRT usage (%),wire length [um]
met1,8.97,1140
met2,14.3,1390
met3,3.07,313
met4,0,0
met5,0,0
## logic make-up after synthesis
| kind of cell | after synthesis |
|---|---|
| mux | 32 |
| buf+inv | 4 |
## where the power goes
| group | switching, uW | leakage [uW] | internal (uW) | total, uW |
|---|---|---|---|---|
| logic | 141 | 0.000990 | 519 | 660 |
| clock network | 0 | 0 | 0 | 0 |
| registers | 0 | 0 | 0 | 0 |
## critical path: stages
cell,delay [ps]
buf_12,110
buf_12,130
buf_8,120
mux2_4,300
buf_6,110
## cell type report
class,count,area (um2)
fillers,327,1720
repair buffers,114,1160
multi-input cells,32,480
well taps,46,57.6
## timing repair
| item | in CTS | in global routing |
|---|---|---|
| endpoints found under the setup margin | 32 | 32 |
| setup buffers | 14 | 0 |
| gates cloned | 1 | 0 |
| resized | 170 | 23 |
## cells in the final DEF (no fill, tap or decap), drive strengths merged
cell,instances
dlygate4sd2,40
mux2,32
clkdlybuf4s50,10
buf,50
dlymetal6s2s,14
Power and IR drop assume default switching activity.
